<file path="/design/flow/design.v">
`timescale 1ns/1ps
module my_cpu(
	input [7:0]io_input,
	output reg [7:0]io_input_id,
	output reg [7:0]io_output,
	output reg [7:0]io_output_id,
	input [32-1:0]instruction,
	output reg [14-1:0]PC,
	output reg [16-1:0]A,
	input [7:0]data_in,
	output reg [7:0]data_out,
	output reg cs,
	output reg we,
	input clk,
	input rst
);
reg [7:0]S[15:0];
wire [3:0]w_instruction;
wire [14-1:0]data_src;
wire [14-1:0]data_dst;
reg [15:0]result;
assign w_instruction = instruction[31:28];
assign data_src = instruction[13:0];
assign data_dst = instruction[27:14];
reg [14-1:0]jump_addr;
reg jump_en;
always @(posedge clk or negedge rst) begin
	if(rst == 0) begin
		PC <= 0;
	end else begin
		if(jump_en == 0) begin
			PC <= PC + 14'b1;
		end else begin
			PC <= jump_addr;
		end
	end
end
reg [7:0]operand1;
reg [7:0]operand2;
always @(*) begin
	A = 0;
	operand1 = 0;
	operand2 = 0;
	case(data_src[10:8])
		3'b000: operand1 = data_src[7:0];
		3'b001: operand1 = S[data_src[7:0]];
		3'b010: begin A = data_src[7:0]; operand1 = data_in; end
		3'b011: begin A = S[data_src[7:0]]; operand1 = data_in; end
		3'b100: operand1 = io_input;
	endcase
	case(data_dst[9:8])
		3'b000: operand2 = data_dst[7:0];
		3'b001: operand2 = S[data_dst[7:0]];
		default: operand2 = 0;
	endcase 
end
always @(*) begin
	case(w_instruction) 
		4'h01: 		result = operand1;
		4'h02: 		result = operand1;
		4'h03: 		result = operand1;
		4'h04: 		result = operand1;
		4'h05: 		result = operand2 + operand1;
		4'h06: 		result = operand2 + operand1 + C;
		4'h07: 		result = operand2 - operand1;
		4'h08: 		result = operand2 - operand1 - C;
		4'h09: 			result = operand2 | operand1;
		4'h0A: 		result = operand2 & operand1;
		4'h0B: 		result = operand2 ^ operand1;
		4'h0C: 	result = operand2 - operand1;
		4'h0D: 		result = operand2 - operand1;
		4'h0E: 		result = operand1;
		4'h0F: 	result = operand1;
		default: 	result = 0;
	endcase
end
reg C;
reg Z;
integer i;
always @(posedge clk or negedge rst) begin
	if(rst == 0) begin
		cs <= 1;
		we <= 1;
		data_out <= 0;
		jump_addr <= 0;
		jump_en <= 0;
		C <= 0;
		Z <= 0;
		for(i=0;i<16;i=i+1) S[i] <= 0;
	    io_input_id <= 0;
	    io_output <= 0;
	    io_output_id <= 0;
	end else begin
		C <= result[8];
		Z <= (result == 0);
		case(w_instruction)
			4'h01: begin
				S[data_dst[7:0]] <= result[7:0];
				cs <= 0;
				we <= 1;
			end
			4'h02: begin
				data_out <= result[7:0];
				cs <= 0;
				we <= 0;
			end
			4'h03: begin
				S[data_dst[7:0]] <= result[7:0];
			end 
			4'h04: begin
				case(data_src[12:11])
					2'b00: jump_addr <= result[14-1:0];
					2'b01: begin
						if(Z==1) begin
							jump_addr <= result[14-1:0];
						end else begin
							jump_addr <= PC;
						end
					end
					2'b10: begin
						if(C==1) begin
							jump_addr <= result[14-1:0];
						end else begin
							jump_addr <= PC;
						end
					end
					2'b11: begin
						if({Z,C}==2'b11) begin
							jump_addr <= result[14-1:0];
						end else begin
							jump_addr <= PC;
						end
					end
				endcase
				jump_en <= 1;
			end
			4'h05: begin
				S[data_dst[7:0]] <= result[7:0];
			end 
			4'h06: begin
				S[data_dst[7:0]] <= result[7:0];
			end 
			4'h07: begin
				S[data_dst[7:0]] <= result[7:0];
			end 
			4'h08: begin
				S[data_dst[7:0]] <= result[7:0];
			end  
			4'h09: begin
				S[data_dst[7:0]] <= result[7:0];
			end 
			4'h0A: begin
				S[data_dst[7:0]] <= result[7:0];
			end 
			4'h0B: begin
				S[data_dst[7:0]] <= result[7:0];
			end 
			4'h0E: begin
				S[data_dst[7:0]] <= result[7:0];
				io_input_id <= operand2;
			end
			4'h0F: begin
				io_output_id <= operand2;
				io_output <= result[7:0];
			end
			4'h0C: begin end
			4'h0D: begin end
			default: begin
			end
		endcase
	end
end
endmodule 
</file>
<file path="/design/flow/run.sh">
#!/bin/bash
# OpenROAD 26Q1-2900-gdf79404cd8, Yosys 0.63+post, stock flow scripts
make -C /OpenROAD-flow-scripts/flow DESIGN_CONFIG=/design/flow/config.mk WORK_HOME=/design/flow/orfs finish
</file>
<file path="/design/flow/config.mk">
export PLATFORM = sky130hd
export DESIGN_NAME = my_cpu
export DESIGN_NICKNAME = my_cpu
export VERILOG_FILES = /design/flow/design.v
export SDC_FILE = /design/flow/constraint.sdc
export NUM_CORES = 4
export LEC_CHECK = 1
export CORE_UTILIZATION = 30
</file>
<file path="/design/flow/constraint.sdc">
current_design my_cpu

set clk_period 8.4
set clk_io_pct 0.2

create_clock -name clk0 -period $clk_period [get_ports {clk}]

set non_clock_inputs [all_inputs -no_clocks]
set_input_delay [expr $clk_period * $clk_io_pct] -clock clk0 $non_clock_inputs
set_output_delay [expr $clk_period * $clk_io_pct] -clock clk0 [all_outputs]
</file>
==> GITHUB_STEP_SUMMARY <==
### Yosys + OpenROAD results

| Metric | Value |
|---|---|
| Final weighted congestion of routability-driven global placement | 1.02 |
| Total of hold buffers inserted after clock tree synthesis | 0 |
| Non-filler cells in the finished layout | 2050 |
| Total of endpoints with negative setup slack in the final report | 0 |
| Total number of vias | 11363 |
| Die outline width | 205 µm |
| Registers, synthesis | 193 |
| Number of antenna violations at the first check in global routing | 2 |
| Global router's overall resource usage | 22.2% |
| Count of cells resized by post-cts repair | 0 |
| Total I/O pin count | 114 |
| Arr. time, crit path | 7.59 ns |
| Number of instances in the synthesized netlist | 1455 |
| H-tree levels | 4 |
| Final Instance Area | 0.0145 mm² |
| Largest fanout on the critical path | 17 |
| Max-capacitance violation count | 0 |
| Worst Setup Slack post-DPL | 1.01 ns |
| Antenna violation net count after detailed routing | 0 |
| Hold Worst Slack | 0.479 ns |
| Diode insertion count for antenna repair | 0 |
| Post-Place Cell Area | 0.0139 mm² |
| Later-pin clock latency in the skew report | 0.46 ns |
| Log Warnings | 46 |
| Std-Cell Core Area | 0.0401 mm² |
| Achievable clock frequency | 0.137 GHz |
| Port Buffer Count | 100 |
| First-iteration detailed-routing DRC count | 1019 |
| Vertical die dimension | 205 µm |
| Critical path start-end classification | input pin to register |
| Pin count of the biggest net entering global routing | 59 |
| Reg2Reg Setup Slack | 2.93 ns |
| Clock buffers created by TritonCTS | 17 |
| Mean area per synthesized cell | 8.47 µm² |
| Share of final-layout standard cells stronger than drive strength 1 | 9.77% |
| Worst hold-check path type | register to register |
| Clk sinks | 193 |
| Setup repair after global routing missed its margin | no |
| Post-Route Setup TNS | 0 ns |
| Clock transition at path regs | 0.08 ns |
| Chip Footprint | 0.0419 mm² |
| Final setup skew | 0.0195 ns |
| Number of synthesized flops with an enable pin | 0 |
| Area overhead of the layout relative to synthesis | 17.4% |
| Count of cell types in the netlist | 92 |
| Result of the run | finished, final reports clean |
| Total power divided by cell area | 227 mW/mm² |
| Final wirelength | 45400 µm |
| Measured slew at the worst slew-check pin | 0.903 ns |
| Crit path required time | 8.71 ns |
| FP Rows | 73 |
| Average via count per standard cell | 5.54 |
| GRT Residual Overflow | 0 |
| Syn Std Cell Area | 0.0123 mm² |
| Post-CTS setup buffers | 0 |
| Placed insts | 2019 |
| Flip-flop cell with the highest count after synthesis | sky130_fd_sc_hd__dfrtp_1 |
| Number of global-route vias before repair | 10775 |
| Total of warnings raised by yosys | 2 |
| Commonest non-fill, non-tap cell in the layout | sky130_fd_sc_hd__nor2_1 |
| Post-synth ARST share | 100% |
| Post-synthesis cell count from yosys | 1455 |
| Final hold vios | 0 |
| CTS Buffer Depth | 2 |
| Root Buffer Master | sky130_fd_sc_hd__clkbuf_16 |
| Drt drc | 0 |
| Worst slew margin | 39.6% |
| Depth of the worst hold-timing path | 2 |
| Startpoint kind of the worst setup timing path | input pin |
| Highest-count cells in the layout ignoring fill and taps | 212 x sky130_fd_sc_hd__nor2_1, 191 x sky130_fd_sc_hd__dfrtp_1, 188 x sky130_fd_sc_hd__a21oi_1 |
| Number of filler instances in the final layout | 4083 |
| Core Density at Floorplan | 30.7% |
| Fraction of the cycle the final worst path needs | 86.7% |
| Yosys stat chip area | 0.0123 mm² |
| Sequential cell area fraction in the yosys report | 39.2% |
| Min cycle time layout | 7.28 ns |
| Critical Path End Type | register |
| First-pass GRT wire length | 68100 µm |
| DR pass1 iterations | 5 |
| Post-DP HPWL | 33200 µm |
| CTS tree | built |
| Slack of the critical path | 1.12 ns |
| Max-slew violation total from the final report | 0 |
| Depth of the most critical reg-to-reg path | 18 |
| Static leakage power | 5.90 nW |
| Largest voltage drop on the vdd net | 0.121 mV |
| Average wire per cell in the routed design | 22.1 µm |
==> flip-flops by register name, indices dropped and copies added, names as in the netlist <==
signal and flops:
data_out 8, io_input_id 8, io_output_id 8, io_output 8, cs 1, PC 14
jump_en 1, we 1, S 128, Z 1, jump_addr 14, C 1
==> layer usage <==
layer / part of all wire [%] / up-vias / track usage, %
li1: - / 5302 / -
met1: 43 / 5456 / 31.9
met2: 45 / 508 / 33.3
met3: 9.0 / 93 / 6.30
met4: 3.5 / 4 / 6.02
met5: 0.075 / - / 0
==> power by group <==
| part | total (W) | switching (W) | internal, W |
|---|---|---|---|
| sequential | 0.00143 | 0.000248 | 0.00118 |
| combinational | 0.00105 | 0.000581 | 0.000467 |
| clock | 0.000813 | 0.000419 | 0.000394 |
| total | 0.00329 | 0.00125 | 0.00204 |
==> logic make-up after synthesis <==
family                   share of synthesized area, %
buffers and inverters                            6.16
multiplexers                                     5.42
adder cells (fa/ha/maj)                          3.27
AND/OR/NAND/NOR                                  19.8
AND-OR/OR-AND                                    23.9
other                                          0.0304
XOR/XNOR                                         2.13
flip-flops                                       39.2
==> final timing paths <==
| path | to | startpoint |
|---|---|---|
| max in group asynchronous | S[4][0]$_DFFE_PN0P_ | rst |
| worst max-delay path | S[2][7]$_DFFE_PN0P_ | instruction[15] |
| worst max register to register | S[2][7]$_DFFE_PN0P_ | S[6][1]$_DFFE_PN0P_ |
| worst min-delay path | io_input_id[1]$_DFFE_PN0N_ | io_input_id[1]$_DFFE_PN0N_ |
| worst min register to register | io_input_id[1]$_DFFE_PN0N_ | io_input_id[1]$_DFFE_PN0N_ |
| min in group asynchronous | PC[13]$_DFF_PN0_ | rst |
==> stage by stage <==
stage	power [W]	utilization, %
after floorplan	0.00201	-
after global placement	0.00246	34.6
after detailed placement	0.00247	34.6
after CTS	0.00329	36.1
after global routing	0.00348	36.1
final	0.00329	36.1
==> area by class of cell <==
cell class	instances	area, µm²	share of cell area (%)
Multi-Input combinational cell	1103	6830	47.2
Timing Repair Buffer	157	1410	9.77
Tap cell	525	657	4.54
Clock buffer	17	425	2.94
Inverter	41	154	1.06
Clock inverter	14	146	1.01
Sequential cell	193	4830	33.4
==> worst max-delay path: stages <==
cell                       delay [ns]
sky130_fd_sc_hd__buf_2           0.20
sky130_fd_sc_hd__inv_1           0.54
sky130_fd_sc_hd__nand2_1         0.46
sky130_fd_sc_hd__nor2_1          0.19
sky130_fd_sc_hd__a21oi_1         0.05
sky130_fd_sc_hd__a21oi_1         0.16
sky130_fd_sc_hd__nor2_1          0.10
sky130_fd_sc_hd__a211oi_1        0.75
sky130_fd_sc_hd__inv_1           0.33
sky130_fd_sc_hd__ha_1            0.44
sky130_fd_sc_hd__o21bai_1        0.25
sky130_fd_sc_hd__a21oi_2         0.14
sky130_fd_sc_hd__o41ai_1         0.44
sky130_fd_sc_hd__a21oi_1         0.16
sky130_fd_sc_hd__xnor2_1         0.44
sky130_fd_sc_hd__o22ai_1         0.14
sky130_fd_sc_hd__a21oi_1         0.17
sky130_fd_sc_hd__and4_1          0.49
sky130_fd_sc_hd__buf_4           0.33
sky130_fd_sc_hd__a21oi_1         0.10
==> cells in the mapped netlist (all sizes together) (5+ instances only) <==
master   instances  share of area (%)
a221o            7               0.57
ha              29                2.9
and2            12               0.61
a21oi          189                7.7
nand4           15               0.76
nand2          103                3.1
a22oi           12               0.73
nand2b          27                1.4
dfrtp          191                 39
inv             41                1.2
mux2            18                1.6
xnor2           17                1.2
o21ai           86                3.5
a221oi          10               0.81
nand3           47                1.9
buf             62                3.0
nor3            18               0.77
nand3b           6               0.37
o22ai            9               0.46
xor2            13               0.92
nor2           212                6.5
nor3b           12               0.77
and3            17               0.86
nor2b           25                1.3
o211ai           9               0.59
a31oi           20                1.1
a22o            14                1.0
o221ai          13               0.92
a32oi           11               0.78
o21a             9               0.55
a211oi          10               0.61
a21o             7               0.43
clkbuf          63                1.9
mux2i           42                3.4
o2bb2ai          5               0.36
a311oi           6               0.62
Power and IR drop assume default switching activity.
